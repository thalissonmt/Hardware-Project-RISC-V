==> flow/design.v <==
module signale(input logic [31:0] data, output logic [63:0] dataout);
    logic [63:0] zerow;
    logic [31:0] dataw; 
    logic [63:0] dataoutw;
    initial begin
        zerow = 0;
    end
    always_comb begin
        dataw = data;
        if(data[31]==1)begin
            dataw = ~dataw;
            dataw = dataw+1;
            dataoutw = zerow + dataw;
            dataoutw = ~dataoutw;
            dataout = dataoutw + 1;
        end else begin
           dataout = zerow + dataw;
        end
    end
endmodule
==> flow/run.sh <==
#!/bin/bash
# OpenROAD 26Q1-2900-gdf79404cd8, Yosys 0.63+post, stock flow scripts
make -C /OpenROAD-flow-scripts/flow DESIGN_CONFIG=/design/flow/config.mk WORK_HOME=/design/flow/orfs finish
==> flow/config.mk <==
export PLATFORM = sky130hd
export DESIGN_NAME = signale
export DESIGN_NICKNAME = signale
export VERILOG_FILES = /design/flow/design.v
export SDC_FILE = /design/flow/constraint.sdc
export NUM_CORES = 4
export LEC_CHECK = 1
export CORE_AREA = 10 10 70 70
export DIE_AREA = 0 0 80 80
export SYNTH_HDL_FRONTEND = slang
==> flow/constraint.sdc <==
current_design signale

set clk_period 1.0
set clk_io_pct 0.2

create_clock -name clk0 -period $clk_period

set non_clock_inputs [all_inputs -no_clocks]
set_input_delay [expr $clk_period * $clk_io_pct] -clock clk0 $non_clock_inputs
set_output_delay [expr $clk_period * $clk_io_pct] -clock clk0 [all_outputs]
==> CHANGELOG.md <==
### Implementation results

* Synth unique cells at 62
* Yosys cell count at 325
* Synthesized area per cell at 6.756 um2
* Row cnt at 21
* Area reported by Yosys stat at 2196 um2
* Synth warnings at 0
* Most frequent cells after synthesis: 35 x xnor2_1, 31 x o21a_1, 25 x nand2_1
* Top-count cell post-synth: xnor2_1
* Synthesized area at 2196 um2
* Post-synth top area share at 13.96%
* Post-synth seq share at 0%
* Tool error: [ERROR GPL-0301] Utilization 111.444 % exceeds 100%.
* Die X at 80 um
* Status: stopped before the end
* Leading area contributor after synthesis: xnor2_1
* IO Pins at 96
* Fail Step: global placement (3_3_place_gp)
* Post-synthesis cell count at 325
* Port Buf Inserts at 96
* Cell area leaders: xnor2_1 14%, o21a_1 11%, or4_1 4.8%
* FP Util at 64.29%
* Die Y at 80 um
kinds of logic after synthesis:
group / after synthesis / synth area share (%)
adder cells (fa/ha/maj): 3 / 1.710
buffers and inverters: 35 / 7.806
AND/OR/NAND/NOR: 141 / 38.29
multiplexers: 7 / 3.305
AND-OR/OR-AND: 92 / 30.14
XOR/XNOR: 47 / 18.75
